===== design.v =====
`timescale 1ns / 1ps
module sc_imem( addr, read_en_, instruction
    );
    input read_en_;
    input [31:0] addr;
    output reg [31:0] instruction;
    reg [7:0] mem [0:350];
    initial begin
        mem[251] = 8'b11100000;
		  mem[250] = 8'b00000000;
		  mem[249] = 8'b00000000;
		  mem[248] = 8'b01000100;
		  mem[275] = 8'b00001000;
		  mem[274] = 8'b00000001;
		  mem[273] = 8'b00000000;
		  mem[272] = 8'b00110000;
		  mem[279] = 8'b01001000;
		  mem[278] = 8'b00000010;
		  mem[277] = 8'b00000000;
		  mem[276] = 8'b00001100;
		  mem[283] = 8'b00000000;
		  mem[282] = 8'b00100010;
		  mem[281] = 8'b00011000;
		  mem[280] = 8'b00000000;
		  mem[287] = 8'h04;
		  mem[286] = 8'h61;
		  mem[285] = 8'h20;
		  mem[284] = 8'h00;
		  mem[291] = 8'h44;
		  mem[290] = 8'h62;
		  mem[289] = 8'h28;
		  mem[288] = 8'h00;
		  mem[295] = 8'h40;
		  mem[294] = 8'h25;
		  mem[293] = 8'h40;
		  mem[292] = 8'h00;
		  mem[299] = 8'h81;
		  mem[298] = 8'h00;
		  mem[297] = 8'h50;
		  mem[296] = 8'h00;
		  mem[303] = 8'he8;
		  mem[302] = 8'h00;
		  mem[301] = 8'h00;
		  mem[300] = 8'h51;
		  mem[307] = 8'h9c;
		  mem[306] = 8'h22;
		  mem[305] = 8'h30;
		  mem[304] = 8'h00;
		  mem[311] = 8'h9c;
		  mem[310] = 8'h41;
		  mem[309] = 8'h38;
		  mem[308] = 8'h00;
		  mem[315] = 8'h60;
		  mem[314] = 8'h42;
		  mem[313] = 8'h00;
		  mem[312] = 8'h02;
		  mem[319] = 8'hd0;
		  mem[318] = 8'h22;
		  mem[317] = 8'hff;
		  mem[316] = 8'hfe;
		  mem[323] = 8'hfc;
		  mem[322] = 8'h00;
		  mem[321] = 8'h00;
		  mem[320] = 8'h00;
		  mem[327] = 8'hc0;
		  mem[326] = 8'h25;
		  mem[325] = 8'h00;
		  mem[324] = 8'h02;
		  mem[331] = 8'hc4;
		  mem[330] = 8'h2c;
		  mem[329] = 8'h00;
		  mem[328] = 8'h02;
		  mem[335] = 8'he7;
		  mem[334] = 8'he0;
		  mem[333] = 8'h00;
		  mem[332] = 8'h00;
        instruction = 0;
     end
     always @(addr or read_en_) begin				
			instruction[31:24] = mem[addr+3];
			instruction[23:16] = mem[addr+2];
         instruction[15:8] = mem[addr+1];
         instruction[7:0] = mem[addr];
   	end
endmodule

===== config.mk =====
export PLATFORM = sky130hd
export DESIGN_NAME = sc_imem
export DESIGN_NICKNAME = sc_imem
export VERILOG_FILES = /design/flow/design.v
export SDC_FILE = /design/flow/constraint.sdc
export NUM_CORES = 4
export LEC_CHECK = 1
export CORE_UTILIZATION = 50

===== run.sh =====
#!/bin/bash
# OpenROAD 26Q1-2900-gdf79404cd8, Yosys 0.63+post, stock flow scripts
make -C /OpenROAD-flow-scripts/flow DESIGN_CONFIG=/design/flow/config.mk WORK_HOME=/design/flow/orfs finish

===== constraint.sdc =====
current_design sc_imem

set clk_period 2.8
set clk_io_pct 0.2

create_clock -name clk0 -period $clk_period

set non_clock_inputs [all_inputs -no_clocks]
set_input_delay [expr $clk_period * $clk_io_pct] -clock clk0 $non_clock_inputs
set_output_delay [expr $clk_period * $clk_io_pct] -clock clk0 [all_outputs]

==> tab_implementation.tex <==
% Implementation results table
\begin{tabular}{lr}
\hline
Metric & Value \\
\hline
\multicolumn{2}{l}{\textbf{Logic synthesis}} \\
Top cell type by total area after synthesis & a21oi\_1 \\
Instance count of the mapped netlist & roughly 500 \\
Dominant cell by count in the synthesized netlist & nand2\_1 \\
Register share after synthesis & 0\% \\
Dominant cell area share & a little under a tenth \\
Top cell types by occurrence after synthesis & nand2\_1, a21oi\_1, nor2\_1 \\
YS warnings & 1 \\
Cell types occupying the most area after synthesis & a21oi\_1, nand2\_1, ha\_1, o21ai\_0, xnor2\_1 \\
Synthesized area per cell & 6.49 um2 \\
Post-synth cell types & $\sim$74 \\
Yosys stat area & about 3300 um2 \\
Count of instantiated cells in the yosys netlist & about 510 \\
Mapped Area & $\sim$3300 um2 \\
\multicolumn{2}{l}{\textbf{Floorplan}} \\
Die outline height & approximately 84 um \\
Row count & 29 \\
Die span in x & 83.6 um \\
\# IOs & 65 \\
Effective utilization at floorplan & a little over half \\
\multicolumn{2}{l}{\textbf{Placement}} \\
Worst slack after detailed placement & -1140 ps \\
Placed instance count & between 700 and 800 \\
Detailed-placement wirelength estimate & just under 10 mm \\
GPL Wtd Cong & 0.998 \\
Number of I/O port buffers & 41 \\
\multicolumn{2}{l}{\textbf{Clocking}} \\
Post-CTS Setup Inserts & around 110 \\
Post-CTS Resized & between 300 and 400 \\
CTS Hold Buffers Added & 0 \\
\multicolumn{2}{l}{\textbf{Run status}} \\
Tool error message & [ERROR DPL-0036] Detailed placement failed. \\
Stage reached & clock tree synthesis (4\_1\_cts) \\
Result of the run & stopped before the end \\
\hline
\end{tabular}
==> stage by stage <==
step	util (%)	instance area, um2	power (uW)
after floorplan	-	3510	566
after global placement	78.3	5000	994
after detailed placement	78.3	5000	1000
==> logic make-up after synthesis <==
kind of cell	after synthesis	synth area share, %
compound gates	194	39.4
simple gates	188	27.6
buf+inv	62	8.24
xor+xnor	33	11.1
mux	18	6.96
fa+ha+maj	18	6.77
No activity file was given, so power comes from the tool's default toggle rates.
