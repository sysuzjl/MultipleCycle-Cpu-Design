==> constraint.sdc <==
current_design sc_datemem

set clk_period 11.3
set clk_io_pct 0.2

create_clock -name clk0 -period $clk_period [get_ports {clk}]

set non_clock_inputs [all_inputs -no_clocks]
set_input_delay [expr $clk_period * $clk_io_pct] -clock clk0 $non_clock_inputs
set_output_delay [expr $clk_period * $clk_io_pct] -clock clk0 [all_outputs]
==> design.v <==
`timescale 1ns / 1ps
module sc_datemem(clk, i_data, addr, rw, o_data
    );
    input [31:0] i_data;
    input [31:0] addr;
    input rw, clk;
    output reg [31:0] o_data;
    reg [7:0] memory [0:63];
     initial begin
        o_data = 0;
     end
    always @(negedge clk) begin 
      if (rw) begin
          memory[addr+3] = i_data[31:24];
          memory[addr+2] = i_data[23:16];
          memory[addr+1] = i_data[15:8];
          memory[addr] = i_data[7:0];
      end else begin
          o_data[31:24] = memory[addr+3];
          o_data[23:16] = memory[addr+2];
          o_data[15:8] = memory[addr+1];
          o_data[7:0] = memory[addr];
		 end
    end
endmodule
==> config.mk <==
export PLATFORM = sky130hd
export DESIGN_NAME = sc_datemem
export DESIGN_NICKNAME = sc_datemem
export VERILOG_FILES = /design/flow/design.v
export SDC_FILE = /design/flow/constraint.sdc
export NUM_CORES = 4
export LEC_CHECK = 1
export CORE_UTILIZATION = 40
==> run.sh <==
#!/bin/bash
# OpenROAD 26Q1-2900-gdf79404cd8, Yosys 0.63+post, stock flow scripts
make -C /OpenROAD-flow-scripts/flow DESIGN_CONFIG=/design/flow/config.mk WORK_HOME=/design/flow/orfs finish
==> flow_metrics.env <==
# yosys + openroad results
export IMPL_ys_seq_share_pct=32.97
export IMPL_grt_max_degree=67
export IMPL_grt_pass1_vias=82270
export IMPL_synth_warnings=2
export IMPL_ys_cells=6537
export IMPL_status="did not finish"
export IMPL_cts_sinks=544
export IMPL_overflow=1947
export IMPL_synth_avg_cell_area_um2=7.579
export IMPL_fp_util_pct=40.49
export IMPL_grt_usage_pct=93.62
export IMPL_edf_count=544
export IMPL_gp_congestion=1.559
export IMPL_flop_cell="edfxtp_1"
export IMPL_io_pins=98
export IMPL_synth_distinct_cells=86
export IMPL_error="[ERROR GRT-0116] Global routing finished with congestion. Check the congestion regions in the DRC Viewer."
export IMPL_async_reset_ff_share_pct=0
export IMPL_cts_root_buffer_cell="clkbuf_16"
export IMPL_stop_stage="global routing"
export IMPL_syn_cell_area_mm2=0.04955
export IMPL_ys_top_cells_by_area="edfxtp_1 (33%), nand2_1 (8.6%), a22oi_1 (8.4%), a21oi_1 (7.2%), o21ai_0 (6.3%)"
export IMPL_cts_setup_buffers=0
export IMPL_rows=128
export IMPL_top_cell_area_share_pct=32.97
export IMPL_die_height_um=353.9
export IMPL_synthCells=6537
export IMPL_placed_area_mm2=0.06148
export IMPL_fp_dieW_um=353.9
export IMPL_cts_buffers=68
export IMPL_ys_flops=544
export IMPL_holdBufCountCts=0
export IMPL_grt_pass1_wl_um=786700
export IMPL_htreeDepth=3
export IMPL_dp_hpwl_um=381200
export IMPL_cts_resized=0
export IMPL_largest_area_cell="edfxtp_1"
export IMPL_yosys_area_mm2=0.04955
export IMPL_cts_buffer_depth=3
export IMPL_portBuffers=71
[layer usage]
| layer | GRT usage [%] | overflow |
|---|---|---|
| met3 | 90.58 | 298 |
| met2 | 99.01 | 876 |
| met5 | 78.72 | 50 |
| met1 | 94.69 | 199 |
| met4 | 87.76 | 524 |
[synthesized netlist by cell type, types with 18 or more instances]
cell,instances
nand4_1,126
o21ai_0,619
a221oi_1,70
a32oi_1,25
nor3_1,98
o211ai_1,147
edfxtp_1,544
nor2_1,307
a22o_1,95
and3_1,65
buf_1,80
a211oi_1,111
and4_1,18
nand2_1,1130
a21o_1,100
and2_1,23
clkbuf_1,588
mux2_2,21
a21oi_1,710
a2111oi_0,44
mux2i_1,191
nor4_1,65
a222oi_1,32
a31oi_1,70
a22oi_1,555
o22ai_1,27
nand3_1,286
buf_2,140
[kinds of logic after synthesis]
kind of cell    Yosys count  share of synthesized area [%]
fa+ha+maj                 2                        0.05050
xor+xnor                 13                         0.2450
mux                     213                          4.382
compound gates         2718                          35.39
simple gates           2219                          20.25
flops                   544                          32.97
buf+inv                 828                          6.718
[metrics by stage]
stage | setup WS (ns) | std cells
detailed placement | -0.2937 | 8773
CTS | 0.4135 | 9435
floorplan | 0.03251 | 6537
global placement | -0.3107 | 8773
