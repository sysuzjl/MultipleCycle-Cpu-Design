===== /design/flow/config.mk =====
export PLATFORM = sky130hd
export DESIGN_NAME = sc_regfile
export DESIGN_NICKNAME = sc_regfile
export VERILOG_FILES = /design/flow/design.v
export SDC_FILE = /design/flow/constraint.sdc
export NUM_CORES = 4
export LEC_CHECK = 1
export CORE_UTILIZATION = 50

===== /design/flow/constraint.sdc =====
current_design sc_regfile

set clk_period 10.0
set clk_io_pct 0.2

create_clock -name clk0 -period $clk_period [get_ports {clk}]

set non_clock_inputs [all_inputs -no_clocks]
set_input_delay [expr $clk_period * $clk_io_pct] -clock clk0 $non_clock_inputs
set_output_delay [expr $clk_period * $clk_io_pct] -clock clk0 [all_outputs]

===== /design/flow/design.v =====
`timescale 1ns / 1ps
module sc_regfile(rs, rt, i_data, rd, we, clk, o_data_1, o_data_2
    );
  input [4:0] rs, rt, rd;
  input [31:0] i_data;
  input we, clk;
  output [31:0] o_data_1, o_data_2;
  reg [31:0] register [0:31];
  initial begin
    register[0] = 0;
  end
  assign o_data_1 = register[rs];
  assign o_data_2 = register[rt];
  always @(posedge clk) begin
    if ((rd != 0) && (we == 1)) begin
      register[rd] = i_data;
    end
  end
endmodule

===== /design/flow/run.sh =====
#!/bin/bash
# OpenROAD 26Q1-2900-gdf79404cd8, Yosys 0.63+post, stock flow scripts
make -C /OpenROAD-flow-scripts/flow DESIGN_CONFIG=/design/flow/config.mk WORK_HOME=/design/flow/orfs finish

==> flow_summary.html <==
<h3>Run summary</h3>
<table>
<tr><th>Metric</th><th>Value</th></tr>
<tr><th colspan="2">Outcome</th></tr>
<tr><td>Result of the run</td><td>finished, final reports clean</td></tr>
<tr><th colspan="2">Synth</th></tr>
<tr><td>Gate count of the mapped netlist</td><td>approximately 3.4k</td></tr>
<tr><td>Sequential-to-total area share from yosys stat</td><td>a little over three fifths</td></tr>
<tr><td>Post-Syn Area per Cell</td><td>roughly 14 um^2</td></tr>
<tr><td>Yosys Instances</td><td>approximately 3.4k</td></tr>
<tr><td>Chip area line of the yosys report</td><td>48,760 um^2</td></tr>
<tr><td>Post-synthesis register bit count</td><td>roughly 1k</td></tr>
<tr><td>Number of distinct standard cells referenced by the synthesized netlist</td><td>24</td></tr>
<tr><td>Yosys Warn Count</td><td>1</td></tr>
<tr><td>Area of the mapped netlist</td><td>around 49,000 um^2</td></tr>
<tr><th colspan="2">Place</th></tr>
<tr><td>Cell Area, Placed</td><td>approximately 51,000 um^2</td></tr>
<tr><td>Post-placement setup slack</td><td>about 2800 ps</td></tr>
<tr><td>Placed instance count</td><td>4,670</td></tr>
<tr><td>Input/output buffers</td><td>around 110</td></tr>
<tr><td>Detailed-placement wirelength estimate</td><td>slightly above 80,000 um</td></tr>
<tr><td>Weighted congestion at the end of routability-driven global placement</td><td>between 0.8 and 0.9</td></tr>
<tr><th colspan="2">GRT</th></tr>
<tr><td>Largest net degree at the start of global routing</td><td>about 96</td></tr>
<tr><td>Aggregate global routing overflow</td><td>0</td></tr>
<tr><td>Global-route usage over all layers</td><td>roughly a third</td></tr>
<tr><td>Antenna violations before repair</td><td>3</td></tr>
<tr><td>Wire length of the first global-routing pass</td><td>around 220,000 um</td></tr>
<tr><td>Via count of the first global-routing pass</td><td>about 33k</td></tr>
<tr><th colspan="2">Setup path</th></tr>
<tr><td>Cell class contributing the biggest share of worst-path delay</td><td>buffers and inverters</td></tr>
<tr><td>Data arrival time of the critical path</td><td>approximately 5400 ps</td></tr>
<tr><td>Crit path depth</td><td>9</td></tr>
<tr><td>Maximum fanout along the worst path</td><td>32</td></tr>
<tr><td>Critical path origin</td><td>rs[0]</td></tr>
<tr><td>Crit. End Element</td><td>primary output</td></tr>
<tr><td>Cell with the largest stage delay on the worst path</td><td>clkdlybuf4s50_1</td></tr>
<tr><td>Critical path's largest stage delay</td><td>around 630 ps</td></tr>
<tr><td>Worst Setup EP</td><td>o_data_1[12]</td></tr>
<tr><td>Worst path cell trace</td><td>clkdlybuf4s50_1 &gt; nor2b_4 &gt; buf_4 &gt; buf_4 &gt; a22o_1 &gt; nor3_1 &gt; a31oi_1 &gt; nand3_1 &gt; clkdlybuf4s50_1</td></tr>
<tr><td>Worst Path Required</td><td>about 8000 ps</td></tr>
<tr><td>Start-to-end type of the worst setup path</td><td>in2out</td></tr>
<tr><td>Kind of start point of the critical path</td><td>input pin</td></tr>
<tr><td>Count of buffer and inverter cells on the critical path</td><td>4</td></tr>
<tr><th colspan="2">Final timing</th></tr>
<tr><td>Tightest Pin Transition</td><td>~1100 ps</td></tr>
<tr><td>Timing-limited maximum frequency</td><td>between 0.1 and 0.15 GHz</td></tr>
<tr><td>Period minus WS final</td><td>about 7300 ps</td></tr>
<tr><td>Total count of max-transition violations in the final report</td><td>0</td></tr>
<tr><td>Setup repair after global routing missed its margin</td><td>no</td></tr>
<tr><td>Count of final setup violators</td><td>0</td></tr>
<tr><td>Final Hold Viols</td><td>0</td></tr>
<tr><td>Part of the cycle the worst path needs</td><td>around 73%</td></tr>
<tr><td>Sum Neg Setup Slack</td><td>0 ps</td></tr>
<tr><td>Minimum setup slack in the final design</td><td>2650 ps</td></tr>
<tr><td>Relative slew margins</td><td>a little under 30%</td></tr>
<tr><td>Worst hold slack after final layout</td><td>between 2000 and 2500 ps</td></tr>
<tr><th colspan="2">CTS</th></tr>
<tr><td>TritonCTS clock tree</td><td>yes</td></tr>
<tr><td>Number of buffers created by CTS</td><td>110</td></tr>
<tr><td>Number of sinks driven by the clock tree</td><td>around 1.0k</td></tr>
<tr><td>Clock Path Buffers</td><td>3</td></tr>
<tr><td>Count of instances resized after the clock tree is built</td><td>0</td></tr>
<tr><td>Clock transition at the registers of the reported paths</td><td>about 60 ps</td></tr>
<tr><td>Root cell of the clock tree</td><td>clkbuf_16</td></tr>
<tr><td>Deepest level of the CTS H-tree</td><td>3</td></tr>
<tr><td>Number of post-CTS setup repair buffers</td><td>0</td></tr>
<tr><td>Number of buffers inserted by hold repair at cts</td><td>0</td></tr>
<tr><th colspan="2">Finish</th></tr>
<tr><td>Number of flip-flops in the largest register</td><td>1,024</td></tr>
<tr><td>Commonest non-fill, non-tap cells in the layout</td><td>mux2i_1, edfxtp_1, nand3_1</td></tr>
<tr><td>Sequential Area</td><td>around 31,000 um^2</td></tr>
<tr><td>Area grow syn2layout</td><td>12.70%</td></tr>
<tr><td>Comb gate area</td><td>~17,000 um^2</td></tr>
<tr><td>Cell area after layout</td><td>~55,000 um^2</td></tr>
<tr><td>Filler cell count</td><td>~7.3k</td></tr>
<tr><td>Non-Filler Instances</td><td>slightly below 5k</td></tr>
<tr><td>Fraction of final layout cells with drive strength greater than 1</td><td>8.782%</td></tr>
<tr><th colspan="2">Route</th></tr>
<tr><td>DRC violation count after routing</td><td>0</td></tr>
<tr><td>Iteration-0 DRC Markers</td><td>~2.4k</td></tr>
<tr><td>Wire per inst</td><td>roughly 31 um</td></tr>
<tr><td>Sum of routed wire length over all layers</td><td>between 150,000 and 200,000 um</td></tr>
<tr><td>Count of nets left with antenna violations after detail routing</td><td>0</td></tr>
<tr><td>Vias</td><td>slightly above 30k</td></tr>
<tr><td>DRT Pass-1 Iters</td><td>7</td></tr>
<tr><td>Detailed-route vias per instance</td><td>around 6.4</td></tr>
<tr><th colspan="2">Power and ir drop</th></tr>
<tr><td>Power density relative to cell area</td><td>~180 nW/um^2</td></tr>
<tr><td>Worst ir drop on vdd</td><td>between 0.15 and 0.2 mV</td></tr>
<tr><td>Cell leakage power</td><td>20.28 nW</td></tr>
<tr><th colspan="2">Min path</th></tr>
<tr><td>Beginning of the worst hold path</td><td>i_data[4]</td></tr>
<tr><td>Hold WC Path Type</td><td>in2reg</td></tr>
<tr><th colspan="2">Die</th></tr>
<tr><td>Rows</td><td>114</td></tr>
<tr><td>Horiz. Die Dim</td><td>~310 um</td></tr>
<tr><td>Core outline area</td><td>around 97,000 um^2</td></tr>
<tr><td>Number of primary I/O pins</td><td>between 100 and 150</td></tr>
<tr><td>Initial cell density of the core</td><td>just over 50%</td></tr>
<tr><td>Vertical extent of the die</td><td>between 300 and 400 um</td></tr>
<tr><td>Chip area</td><td>98,770 um^2</td></tr>
<tr><th colspan="2">Flow run</th></tr>
<tr><td>Max-capacitance violation count</td><td>0</td></tr>
<tr><td>Number of warnings the tools reported</td><td>26</td></tr>
</table>
[power breakdown]
group	internal [mW]	switching (mW)
combinational	0.334	0.557
clock	2.39	1.63
sequential	4.79	0.0250
[layer usage]
layer | vias to the layer above | wire length [um] | global-route usage, %
met5 | - | 341 | 3.095
met4 | 10 | 5008 | 8.780
met3 | 311 | 24970 | 23.43
met2 | 1976 | 65790 | 45.86
met1 | 15110 | 54420 | 45.86
li1 | 13590 | - | -
[cells in the mapped netlist, drive strengths merged]
master / count / area [um^2]
and2: 2 / 12.51
nor3: 64 / 320.3
mux2i: 1024 / 10250
a22o: 128 / 1121
a21oi: 192 / 960.9
nand2b: 4 / 25.02
nand3: 194 / 970.9
nand2: 195 / 732.0
clkbuf: 86 / 337.8
a31oi: 64 / 400.4
a22oi: 192 / 1441
buf: 167 / 1196
nor2: 34 / 127.6
nand3b: 5 / 37.54
or2: 2 / 12.51
nor2b: 4 / 25.02
or3: 1 / 6.260
conb: 1 / 3.750
or3b: 3 / 26.28
edfxtp: 1024 / 30750
[how the worst min path moves through the flow]
stage,to,slack (ps),cells past startpoint
final,register[5][4],2130,2
after CTS,register[5][4],2100,2
after global routing,register[5][4],2160,2
[logic make-up (layout without fill, tap and decap cells)]
| group | count (synthesis) | count (layout) | synth area share, % |
|---|---|---|---|
| mux | 1024 | 1024 | 21.02 |
| flops | 1024 | 1024 | 63.07 |
| compound gates | 576 | 576 | 8.048 |
| simple gates | 508 | 508 | 4.709 |
| buf+inv | 253 | 423 | 3.146 |
| other cells | 1 | 35 | 0.007691 |
[cell type report]
cell class,instances,share of cell area [%]
Multi-Input combinational cell,2140,30.73
Antenna cell,3,0.01366
Tap cell,1276,2.905
Sequential cell,1024,55.96
Clock inverter,64,1.168
Timing Repair Buffer,230,3.966
Clock buffer,129,5.255
[through the flow]
step	utilization [%]	power, mW
after CTS	56.81	9.770
after detailed placement	53.16	5.782
after floorplan	-	5.397
after global routing	56.82	10.01
after global placement	53.16	5.774
final	56.82	9.732
Power figures rest on the tool's default switching activity, not on a simulated workload.
